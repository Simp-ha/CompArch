<file path="config.mk">
export PLATFORM = sky130hd
export DESIGN_NAME = if_stage
export DESIGN_NICKNAME = if_stage
export VERILOG_FILES = /design/flow/design.v
export SDC_FILE = /design/flow/constraint.sdc
export NUM_CORES = 4
export LEC_CHECK = 1
export CORE_AREA = 10 10 118 118
export DIE_AREA = 0 0 128 128
</file>
<file path="constraint.sdc">
current_design if_stage

set clk_period 8.7
set clk_io_pct 0.2

create_clock -name clk0 -period $clk_period [get_ports {clk}]

set non_clock_inputs [all_inputs -no_clocks]
set_input_delay [expr $clk_period * $clk_io_pct] -clock clk0 $non_clock_inputs
set_output_delay [expr $clk_period * $clk_io_pct] -clock clk0 [all_outputs]
</file>
<file path="design.v">
module if_stage  (input logic clk,              
				  input logic 	      rst,              
				  input logic 	      mem_wb_valid_inst, 
			      input logic   	  	ex_take_branch_out, 
				  input logic [31:0]  ex_target_PC_out,   
				  input logic [31:0]  Imem2proc_data,     
				  output logic [31:0] proc2Imem_addr,     
				  output logic [31:0] if_PC_out,          
				  output logic [31:0] if_NPC_out,         
			      output logic [31:0] if_IR_out,          
				  output logic        if_valid_inst_out   
				  );
logic [31:0] PC_reg; 				    
logic [31:0] PC_plus_4;
logic [31:0] next_PC;
logic 	PC_enable;
assign proc2Imem_addr ={PC_reg[31:2], 2'b0};
assign if_IR_out = Imem2proc_data;
assign PC_plus_4 = PC_reg + 4;
assign next_PC = (ex_take_branch_out) ? ex_target_PC_out : PC_plus_4;
assign PC_enable = if_valid_inst_out | ex_take_branch_out;
assign if_PC_out = PC_reg;
assign if_NPC_out = PC_plus_4;
always_ff @(posedge clk) begin
	if(rst)
		PC_reg <= 0;        
	else if(PC_enable)
		PC_reg <= next_PC;  
end 
always_ff @(posedge clk) begin
	if (rst)
		if_valid_inst_out <= 1; 
	else
		if_valid_inst_out <= mem_wb_valid_inst;
end
endmodule   
</file>
<file path="run.sh">
#!/bin/bash
# OpenROAD 26Q1-2900-gdf79404cd8, Yosys 0.63+post, stock flow scripts
make -C /OpenROAD-flow-scripts/flow DESIGN_CONFIG=/design/flow/config.mk WORK_HOME=/design/flow/orfs finish
</file>
==> results.cfg <==
; implementation run metrics
[synth]
yosysSeqAreaShare_pct = 22.8
netlist_instances = 369
yosys_cells = 369
yosys_area_sq_um = 2890
numSynthFlops = 33
edf_count = 0
ys_types = 50
syn_area_sq_um = 2890
async_reset_ff_share_pct = 0
synth_top_flop_cell = dfxtp_1
synth_top_area_share_pct = 22.8
ys_top_cells_by_area = dfxtp_1 (23%), buf_4 (17%), xnor2_1 (6.7%)
top_area_cell = dfxtp_1
yosysWarnings = 1
syn_avg_cell_area_sq_um = 7.84

[pwr]
power_leakage_nw = 1.30
power_mw = 0.467
ir_worst_vdd_uv = 67.7
p_per_area_nw_per_um2 = 120

[die]
ios = 197
die_w_um = 128
die-area_sq_um = 16400
coreArea_sq_um = 11400
initial_utilization_pct = 25.3
row_count = 39
die_h_um = 128

[timing]
fin_crit_ps = 4500
final_max_slew_viol_count = 0
max_freq_mhz = 222
hold_violations = 0
slew_headroom_pct = 45.7
setup_violations = 0
finalClockPeriodUsage_pct = 51.8
worstMarginPinSlew_ps = 809
fin_skew_ps = 2.80
finalSetupTns_ps = 0
whs_ps = 520
rsz0062_at_grt = false
timing.final.ws_setup_ps = 4200

[detailed_routing]
wl_um = 10100
viasPerCell = 4.84
n_antenna_cell = 0
drcViolationCount = 0
via_count = 2733
drt_iter0_markers = 190
wire_per_inst_um = 17.8
drtPass1Iterations = 4
ant_nets = 0

[flow_run]
warnings = 25
max_cap_violations = 0

[cts]
max-clock-path-buffers = 2
cts_sinks = 33
ctsHoldBuffers = 0
cts_root_buf = clkbuf_16
cts_tree = yes
post_cts_buffers = 0
clk_latency_ps = 280
cts_htree_levels = 2
cts_buffers = 5
cts.clk_slew.worst_paths_ps = 50
cts_resized = 0

[critical_path]
crit_type = reg2out
critPathLaunchType = flip-flop
cp-end-kind = primary output
cp.required_ps = 6960
cp.arrival_ps = 2770
cp_max_fo = 7

[global_routing]
grt_max_degree = 35
grt_pass1_vias = 2520
antenna_found_initial = 0
grt_pass1_wl_um = 15100
grt_util_all_layers_pct = 11.4
grt_overflow = 0

[placed_design]
hpwl_um = 7830
place_ws_ps = 4490
portBuffers = 130
gp_congestion = 0.846

[final_layout]
area_growth_pct = 34.6
fill_cells = 1184
drive_above_1_share_pct = 4.98
fin_util_pct = 34.1
largest_register_ffs = 32

[status]
status = complete, no violations

[worst_hold_path]
hold_class = reg2reg
cell usage after synthesis (2+ instances only):
| master | instances |
|---|---|
| and3_2 | 2 |
| nand2_1 | 24 |
| mux2i_1 | 4 |
| nand3_1 | 21 |
| o31ai_1 | 9 |
| or4_2 | 2 |
| a311oi_1 | 14 |
| xor2_1 | 16 |
| o21ai_0 | 3 |
| buf_4 | 67 |
| a21oi_1 | 4 |
| nor2b_1 | 2 |
| buf_1 | 2 |
| a211oi_1 | 10 |
| clkbuf_1 | 13 |
| dfxtp_1 | 33 |
| or4_1 | 7 |
| nor2_1 | 35 |
| nor3_1 | 7 |
| nand4_1 | 13 |
| and3_1 | 6 |
| and2_1 | 3 |
| nor4_1 | 5 |
| xnor2_1 | 22 |
| clkbuf_8 | 5 |
| or3_1 | 5 |
| or4_4 | 2 |
| and4_1 | 4 |
| buf_2 | 2 |
| nand2b_1 | 2 |
| inv_1 | 5 |
| nor3b_1 | 2 |
layer usage:
metal	GRT usage (%)	wire, um
met5	0	0
met4	1.46	106
met3	4.20	1020
met2	19.3	4970
met1	14.0	3960
metrics by stage:
step | cell area, sq um | instances
after floorplan | 2900 | 370
after global placement | 3760 | 557
after detailed placement | 3760 | 557
after CTS | 3890 | 565
after global routing | 3890 | 565
final | 3890 | 565
report_power, final:
group,internal [mW],switching (mW)
sequential,0.162,0.0231
combinational,0.0797,0.0309
clock,0.106,0.0644
total,0.348,0.118
logic make-up (layout without fill, tap and decap cells):
kind of cell    count (synthesis)  after routing  share of synthesized area (%)
mux                             4              4                           1.38
compound gates                 48             48                           12.8
simple gates                  148            148                           27.6
other cells                     1              2                          0.130
buf+inv                        96            148                           23.4
flops                          33             33                           22.8
fa+ha+maj                       1              1                          0.432
xor+xnor                       38             38                           11.5
worst max-delay path, stage by stage, from the launching register on:
cell and delay, ps:
dfxtp_1 440, ha_1 330, nand4_1 230, nor2_1 590, nand2_1 150, xnor2_1 230, clkdlybuf4s50_1 510
worst paths after layout:
| path | startpoint | to | slack, ps | cells past startpoint |
|---|---|---|---|---|
| worst min-delay path | PC_reg[0] | PC_reg[0] | 520 | 2 |
| worst max-delay path | PC_reg[2] | if_NPC_out[12] | 4200 | 6 |
| worst min register to register | PC_reg[0] | PC_reg[0] | 520 | 2 |
| worst max register to register | PC_reg[7] | PC_reg[19] | 6150 | 4 |
cells in the final DEF (no fill, tap or decap), drive strengths merged:
master,Yosys,routed
nand2,24,24
buf,72,5
xnor2,22,22
xor2,16,16
ha,1,1
clkdlybuf4s50,0,130
or4,11,11
nor4bb,1,1
o22a,1,1
a211o,1,1
nor2b,2,2
o221ai,1,1
nand3,22,22
o311ai,1,1
mux2i,4,4
a2111oi,2,2
conb,1,2
and4,5,5
or3,6,6
o21ai,3,3
and3,8,8
or2,1,1
o21bai,1,1
and2,3,3
nand4,13,13
nor3,8,8
inv,5,5
a311oi,14,14
nor2,35,35
clkbuf,19,8
o31ai,9,9
nand2b,2,2
o211ai,1,1
dfxtp,33,33
a211oi,10,10
nor3b,2,2
nor4,5,5
a21oi,4,4
area by class of cell:
type                            count  area, sq um  share of cell area, %
Clock buffer                        8          136                   3.50
Inverter                            5         18.8                  0.482
Multi-Input combinational cell    241         1560                   40.1
Sequential cell                    33          661                   17.0
Tap cell                          143          179                   4.60
Timing Repair Buffer              135         1340                   34.4
